==> design/flow/design.v <==
module top (hz100, reset, pb, ss7, ss6, ss5, ss4, ss3, ss2, ss1, ss0, left, right, red, green, blue);
  input hz100, reset;
  input [20:0] pb;
  output [7:0] ss7, ss6, ss5, ss4, ss3, ss2, ss1, ss0, left, right;
  output red, green, blue;
  wire [7:0] TQ;
  wire [7:0] SQ;  
  wire [2:0] RQ;  
  assign left = TQ;
  countn div (.CLK(hz100), .MAX(8'd24), .Q(SQ), .EN(1'b1), .AR(reset));
  count8du c (.E(pb[2]), .M(pb[1]), .AR(reset), .CLK(SQ[4]), .Q(TQ));
  updown3 s (.CLK(SQ[4]), .AR(reset), .Q(RQ));
  display_ball d (.pos(RQ), .ss0(ss0), .ss1(ss1), .ss2(ss2), .ss3(ss3), .ss4(ss4), .ss5(ss5), .ss6(ss6),.ss7(ss7));
endmodule
module updown3 (AR, CLK, Q);
  input AR, CLK;
  output reg [2:0] Q;
  reg [2:0] Q2;
  reg dir;
  always @ (posedge CLK, posedge AR) begin
  if (AR == 1'b1)begin
   Q <= 3'b000;
   dir <= 1'b0;
   end
    else if (dir == 1'b1 & Q == 3'b000) begin
    dir <= 1'b0;
    Q <= 3'b001;
    end
    else if (dir == 1'b0 && Q== 3'b111) begin
    dir <= 1'b1;
    Q <= 3'b110;
    end 
    else begin
    Q <= Q2;
     end
  end
  always @(Q) begin
    if(dir == 1'b1) begin
    Q2[0] = ~Q[0];
    Q2[1] = Q[1] ^ ~Q[0];
    Q2[2] = Q[2] ^ (~Q[1] & ~Q[0]);
    end
    else begin
    Q2[0] = ~Q[0];
    Q2[1] = Q[1] ^ Q[0];
    Q2[2] = Q[2] ^ (Q[1] & Q[0]);
    end
    end
    endmodule
module display_ball (pos, ss0, ss1, ss2, ss3, ss4, ss5, ss6,ss7);
input [2:0] pos;
output [7:0] ss0;
output [7:0] ss1;
output [7:0] ss2;
output [7:0] ss3;
output [7:0] ss4;
output [7:0] ss5;
output [7:0] ss6;
output [7:0] ss7;
assign ss0 = (pos == 3'b000) ? 8'b01011100: 0;
assign ss1 = (pos == 3'b001) ? 8'b01011100: 0;
assign ss2 = (pos == 3'b010) ? 8'b01011100: 0;
assign ss3 = (pos == 3'b011) ? 8'b01011100: 0;
assign ss4 = (pos == 3'b100) ? 8'b01011100: 0;
assign ss5 = (pos == 3'b101) ? 8'b01011100: 0;
assign ss6 = (pos == 3'b110) ? 8'b01011100: 0;
assign ss7 = (pos == 3'b111) ? 8'b01011100: 0;
endmodule
module countn(CLK, MAX, Q, EN, AR);
input CLK, EN, AR;
input [7:0]MAX;
output reg[7:0]Q;
reg [7:0] Q2;
always @(posedge CLK, posedge AR) begin
  if (AR == 1'b1) begin
  Q <= 8'b00000000;
  end
  else if(EN == 1'b1) begin
  Q <= Q2;
  end
  end
  always @ (Q) begin
    if (Q == MAX) begin
    Q2 = 8'b0;
    end
    else begin
    Q2[0] = ~Q[0];
    Q2[1] = Q[1] ^ Q[0];
    Q2[2] = Q[2] ^ (Q[1] & Q[0]);
    Q2[3] = Q[3] ^ (Q[2] & Q[1] & Q[0]);
    Q2[4] = Q[4] ^ (Q[3] & Q[2] & Q[1] & Q[0]);
    Q2[5] = Q[5] ^ (Q[4] & Q[3] & Q[2] & Q[1] & Q[0]);
    Q2[6] = Q[6] ^ (Q[5] & Q[4] & Q[3] & Q[2] & Q[1] & Q[0]);
    Q2[7] = Q[7] ^ (Q[6] & Q[5] & Q[4] & Q[3] & Q[2] & Q[1] & Q[0]);
    end 
    end
endmodule
module count8du(E, M, AR, CLK, Q);
  input E, AR, CLK, M;
  output reg  [7:0] Q;
  reg [7:0] Q2;
  always @(posedge CLK, posedge AR) begin
    if (AR == 1'b1) begin
    Q<= 8'b00000000;
    end
    else if (E == 1'b1) begin
    Q <= Q2;
    end
  end
  always @(Q,M) begin
    if (M== 1'b0) begin
    Q2[0] = ~Q[0];
    Q2[1] = Q[1] ^ ~Q[0];
    Q2[2] = Q[2] ^ (~Q[1] & ~Q[0]);
    Q2[3] = Q[3] ^ (~Q[2] & ~Q[1] & ~Q[0]);
    Q2[4] = Q[4] ^ (~Q[3] & ~Q[2] & ~Q[1] & ~Q[0]);
    Q2[5] = Q[5] ^ (~Q[4] & ~Q[3] & ~Q[2] & ~Q[1] & ~Q[0]);
    Q2[6] = Q[6] ^ (~Q[5] & ~Q[4] & ~Q[3] & ~Q[2] & ~Q[1] & ~Q[0]);
    Q2[7] = Q[7] ^ (~Q[6] & ~Q[5] & ~Q[4] & ~Q[3] & ~Q[2] & ~Q[1] & ~Q[0]);
    end
    else begin
    Q2[0] = ~Q[0];
    Q2[1] = Q[1] ^ Q[0];
    Q2[2] = Q[2] ^ (Q[1] & Q[0]);
    Q2[3] = Q[3] ^ (Q[2] & Q[1] & Q[0]);
    Q2[4] = Q[4] ^ (Q[3] & Q[2] & Q[1] & Q[0]);
    Q2[5] = Q[5] ^ (Q[4] & Q[3] & Q[2] & Q[1] & Q[0]);
    Q2[6] = Q[6] ^ (Q[5] & Q[4] & Q[3] & Q[2] & Q[1] & Q[0]);
    Q2[7] = Q[7] ^ (Q[6] & Q[5] & Q[4] & Q[3] & Q[2] & Q[1] & Q[0]);
    end
    end
    endmodule
module decode_led(ss, value, enable);
  input [3:0] value;
  output [7:0] ss;
  input enable;
  wire [15:0] y;
  assign ss[0] = enable & ~(y[1] | y[4] | y[11] | y[13]);
  assign ss[1] = enable & ~(y[5] | y[6] | y[11] | y[12]| y[14] | y[15]);
  assign ss[2] = enable & ~(y[2] | y[12] | y[14] | y[15]);
  assign ss[3] = enable & ~(y[1] | y[4] | y[7] | y[10] | y[15]);
  assign ss[4] = enable & ~(y[1] | y[3] | y[4] | y[5] | y[7] | y[9]);
  assign ss[5] = enable & ~(y[1] | y[2] | y[3] | y[7] | y[13]);
  assign ss[6] = enable & ~(y[0] | y[1] | y[7]| y[12]);
  assign y =   {  enable &  value[3] &  value[2] &  value[1] &  value[0],
                  enable &  value[3] &  value[2] &  value[1] & ~value[0],
                  enable &  value[3] &  value[2] & ~value[1] &  value[0],
                  enable &  value[3] &  value[2] & ~value[1] & ~value[0],
                  enable &  value[3] & ~value[2] &  value[1] &  value[0],
                  enable &  value[3] & ~value[2] &  value[1] & ~value[0],
                  enable &  value[3] & ~value[2] & ~value[1] &  value[0],
                  enable &  value[3] & ~value[2] & ~value[1] & ~value[0],
                  enable & ~value[3] &  value[2] &  value[1] &  value[0],
                  enable & ~value[3] &  value[2] &  value[1] & ~value[0],
                  enable & ~value[3] &  value[2] & ~value[1] &  value[0],
                  enable & ~value[3] &  value[2] & ~value[1] & ~value[0],
                  enable & ~value[3] & ~value[2] &  value[1] &  value[0],
                  enable & ~value[3] & ~value[2] &  value[1] & ~value[0],
                  enable & ~value[3] & ~value[2] & ~value[1] &  value[0],
                  enable & ~value[3] & ~value[2] & ~value[1] & ~value[0] };
endmodule
==> design/flow/run.sh <==
#!/bin/bash
# OpenROAD 26Q1-2900-gdf79404cd8, Yosys 0.63+post, stock flow scripts
make -C /OpenROAD-flow-scripts/flow DESIGN_CONFIG=/design/flow/config.mk WORK_HOME=/design/flow/orfs finish
==> design/flow/config.mk <==
export PLATFORM = sky130hd
export DESIGN_NAME = top
export DESIGN_NICKNAME = top
export VERILOG_FILES = /design/flow/design.v
export SDC_FILE = /design/flow/constraint.sdc
export NUM_CORES = 4
export LEC_CHECK = 1
export CORE_AREA = 10 10 96 96
export DIE_AREA = 0 0 106 106
==> design/flow/constraint.sdc <==
current_design top

set clk_period 1.8
set clk_io_pct 0.2

create_clock -name clk0 -period $clk_period [get_ports {hz100}]

set non_clock_inputs [all_inputs -no_clocks]
set_input_delay [expr $clk_period * $clk_io_pct] -clock clk0 $non_clock_inputs
set_output_delay [expr $clk_period * $clk_io_pct] -clock clk0 [all_outputs]
==> flow_metrics.tcl <==
# collected from the flow reports
set metrics [dict create \
    ys_seq_share_pct 33.6 \
    syn_area_um2 1490 \
    critPathLaunchType "flop" \
    status "finished clean" \
    layout_top_cells "43 x conb_1, 43 x clkdlybuf4s50_1, 20 x dfrtp_1, 11 x nand2_1, 11 x nor2_1" \
    clkTransAtPathRegs_ps 40 \
    p_int_mw 0.336 \
    relSlewSlack_pct 66.0 \
    power.switching_mw 0.0839 \
    utilization_pct 24.2 \
    antenna_found_initial 0 \
    grt_usage_pct 4.88 \
    critPathKind "flop to flop" \
    drc 0 \
    antenna_left 0 \
    rsz0062_at_grt "no" \
    port_buffers 43 \
    coreArea_um2 7210 \
    cp.required_ps 1900 \
    first_pass_iters 4 \
    p_seq_share_pct 43.1 \
    yosysWarnings 14 \
    numCtsBuffers 3 \
    ys_types 27 \
    grt_max_degree 14 \
    layout-drive-gt1-share_pct 4.74 \
    gp_congestion 0.758 \
    drt-total-wl_um 2960 \
    die.size.y_um 106 \
    fin_cells 289 \
    critical_path.top_delay_family "simple AND/OR/NAND/NOR gates" \
    fp_util_pct 20.7 \
    chipWidth_um 106 \
    worstMarginPinSlew_ps 506 \
    path_cells "nand3_1 -> nor2_1 -> nand2_1 -> xnor2_1" \
    dpl.hpwl_um 2540 \
    syn2layout_area_growth_pct 17.2 \
    synth_area_leader_cell "buf_4" \
    root_buffer "clkbuf_8" \
    postCtsHoldBufs 0 \
    wl_per_cell_um 10.2 \
    finClkSkew_ps 4.37 \
    fmax_mhz 910 \
    grt_overflow 0 \
    cap_violations 0 \
    powerDensity_nw_per_um2 240 \
    cts_resized 0 \
    crit_slowest_cell "dfrtp_1" \
    hold_violations 0 \
    hold_class "primary input to async pin" \
    fin_tns_setup_ps 0 \
    topCombFamilyByArea "buffers and inverters" \
    share_comb_of_total_power_pct 7.7 \
    io_pins 106 \
    mux_share_pct 0.671 \
    worstPathMaxFanout 5 \
    cts_tree "done" \
    period_needed_ps 1100 \
    setup_violations 0 \
    unclocked_pins 12 \
    ys_ff 20 \
    xor_share_pct 8.81 \
    post_cts_buffers 0 \
    yosysCellCount 169 \
    max_stage_delay_ps 400 \
    finalMaxSlewViolations 0 \
    arrival_ps 1200 \
    end_kind "flop" \
    vias 961 \
    drt-initial-drc-count 13 \
    vias_per_cell 3.33 \
    syn-instance-count 169 \
    yosys.area.top_type_share_pct 33.7 \
    yosys.area_share.adder_pct 1.68 \
    dieArea_um2 11200 \
    cp_num_buf_inv 0 \
    p_sw_share_pct 20.0 \
    ys_sh_simple_pct 16.1 \
    area_leaders "buf_4 34%, dfrtp_1 34%, xnor2_1 5.9%" \
    clkPwrFrac_pct 49.2 \
    leakagePower_nw 0.808 \
    yosysChipArea_um2 1490 \
    untimed_endpoints 52 \
    dp.cells 286 \
    hold_ws_ps 411 \
    finalPower_mw 0.420 \
    fill_cells 799 \
    layout_worst_path_cycle_share_pct 61.0 \
    grt_pass1_wl_um 4790 \
    crit_start "div.Q[0]" \
    ir_worst_vdd_uv 451 \
    stage_log_warnings 45 \
    yosys.area_share.aoi_pct 2.85 \
    avgSynthCellArea_um2 8.83 \
    worstReg2RegStart "div.Q[0]" \
    rows 31 \
    clk_latency_ps 220 \
    ctsHtreeMaxLevel 1 \
    cts_buffer_depth 2 \
    n_antenna_cell 0 \
    first_global_vias 963 \
]
==> routing by layer <==
metal | track usage (%) | part of all wire [%] | vias up
met5 | 0 | 0 | -
met1 | 6.11 | 44 | 441
met2 | 8.57 | 48 | 46
met4 | 0.193 | 0.24 | 0
li1 | - | - | 472
met3 | 1.41 | 6.9 | 2
==> synthesized netlist by cell type <==
| cell | number |
|---|---|
| and3_2 | 1 |
| buf_4 | 67 |
| or4_1 | 1 |
| clkbuf_1 | 1 |
| nand4_1 | 2 |
| inv_1 | 7 |
| nand2b_1 | 1 |
| o21bai_1 | 1 |
| conb_1 | 1 |
| ha_1 | 2 |
| nor4_2 | 1 |
| nor2_1 | 11 |
| nor2b_1 | 1 |
| nand2_1 | 11 |
| xor2_1 | 5 |
| buf_2 | 1 |
| dfrtp_1 | 20 |
| nand3_1 | 2 |
| mux2i_1 | 1 |
| xnor2_1 | 10 |
| a21oi_1 | 1 |
| nor3_1 | 8 |
| and4bb_2 | 1 |
| and3_1 | 5 |
| o21ai_1 | 3 |
| or4_4 | 1 |
| o21ai_0 | 3 |
==> area by class of cell <==
class	instances	area (um^2)	share of cell area [%]
inverter	7	26.3	1.50
tap	99	124	7.09
clock buffer	3	41.3	2.36
sequential	20	500	28.6
multi-input combinational	115	611	34.9
timing repair buffer	45	445	25.5
==> path summary, 6_finish.rpt <==
kind	to	slack [ps]	cells past startpoint
max	div.Q[7]	700	4
min	div.Q[3]	410	2
max reg2reg	div.Q[7]	700	4
min reg2reg	div.Q[7]	480	1
max in group asynchronous	div.Q[0]	1130	2
min in group clk0	div.Q[7]	480	1
==> through the flow <==
step	setup WS (ps)	instance area, um^2
floorplan	714	1650
global placement	727	1710
detailed placement	703	1710
CTS	698	1750
global route	565	1750
finish	701	1750
==> logic make-up after synthesis <==
group                      after synthesis
buffers and inverters                   76
and+or+nand+nor                         46
DFF                                     20
xor gates and xnor gates                15
AOI/OAI and AO/OA                        8
adders and majority gates                2
other                                    1
muxes                                    1
==> sequential cells by signal (all words and copies together), names as in the netlist <==
name   flops
s.Q        3
c.Q        8
div.Q      8
s.dir      1
==> power by group through the flow <==
stage,Combinational [mW],Sequential [mW],Clock (mW)
after CTS,0.0367,0.181,0.215
after global routing,0.0419,0.181,0.227
final,0.0326,0.181,0.207
Power figures rest on the tool's default switching activity, not on a simulated workload.
